==> /design/flow/design.v <==
module alu(c, ia, ib, sum, cout);
input	c;
input   [3:0]  ia, ib;
output	[3:0]	sum;
reg	[3:0]	sum;
output   cout;
reg   cout;
	parameter	Add=1'b0, Sub=1'b1;
	always @(c or ia or ib)
	begin
		case(c)
			Add: {cout,sum} = ia + ib;
			Sub: {cout,sum} = ~ia + ib + 4'b0001;
		endcase
	end
endmodule
==> /design/flow/run.sh <==
#!/bin/bash
# OpenROAD 26Q1-2900-gdf79404cd8, Yosys 0.63+post, stock flow scripts
make -C /OpenROAD-flow-scripts/flow DESIGN_CONFIG=/design/flow/config.mk WORK_HOME=/design/flow/orfs finish
==> /design/flow/config.mk <==
export PLATFORM = sky130hd
export DESIGN_NAME = alu
export DESIGN_NICKNAME = alu
export VERILOG_FILES = /design/flow/design.v
export SDC_FILE = /design/flow/constraint.sdc
export NUM_CORES = 4
export LEC_CHECK = 1
export CORE_AREA = 10 10 70 70
export DIE_AREA = 0 0 80 80
==> /design/flow/constraint.sdc <==
current_design alu

set clk_period 3.9
set clk_io_pct 0.2

create_clock -name clk0 -period $clk_period

set non_clock_inputs [all_inputs -no_clocks]
set_input_delay [expr $clk_period * $clk_io_pct] -clock clk0 $non_clock_inputs
set_output_delay [expr $clk_period * $clk_io_pct] -clock clk0 [all_outputs]
==> results.json <==
{
  "status": "completed",
  "overflow": 0,
  "crit_chain": "clkdlybuf4s50_1 -> ha_1 -> inv_1 -> fa_1 -> a21oi_1 -> mux2i_1 -> a221oi_1 -> clkdlybuf4s50_1",
  "met2_length_um": 415,
  "arrival_ns": 2.93,
  "dpl.hpwl_um": 665.2,
  "finalSetupViolCount": 0,
  "gp_congestion": 0.6858,
  "powerDensity_nw_per_um2": 116.8,
  "highest_layer": "met3",
  "power_leakage_nw": 0.2115,
  "regArea_um2": 0,
  "worst-path-stages": 8,
  "grt_pass1_vias": 273,
  "warning_count": 36,
  "coreArea_um2": 3416,
  "m1WireLength_um": 268,
  "yosys.stat.seqShare_pct": 0,
  "diodes": 0,
  "wire_per_inst_um": 7.621,
  "hold_depth": 5,
  "avgSynthCellArea_um2": 8.411,
  "slowest_delay_ns": 0.52,
  "antenna_found_initial": 0,
  "slew_headroom_pct": 75.02,
  "cpLargestDelayFamily": "buffers and inverters",
  "die_w_um": 80,
  "fillerInstances": 383,
  "post_cts_buffers": 0,
  "final_cell_count_no_fill": 95,
  "cp-end-kind": "output port",
  "path_max_fanout": 2,
  "ir_drop_v": 0.00001199,
  "cp_num_buf_inv": 3,
  "dpl_cell_area_um2": 489.2,
  "max_freq_mhz": 269.9,
  "crit_end": "cout",
  "routed-wl-met3_um": 40,
  "hold_buffers": 0,
  "rsz0062_at_grt": "no",
  "grt_pass1_wl_um": 1186,
  "crit_start": "ia[0]",
  "p_total_mw": 0.05715,
  "hp-class": "primary input to output port",
  "worstMarginPinSlew_ns": 0.3736,
  "drive_above_1_share_pct": 6.122,
  "grt_usage_pct": 2.177,
  "rows": 21,
  "grt_max_degree": 10,
  "drt_wl_total_um": 724,
  "syn2layout_area_growth_pct": 61.57,
  "period_used_pct": 95.02,
  "n_clock_buffer": 0,
  "post-place-cells": 95,
  "slew_viol_final": 0,
  "design_area_um2": 489.2,
  "yosys_area_um2": 302.8,
  "period_needed_ns": 3.706,
  "ant_nets": 0,
  "drv_cap": 0,
  "syn_area_um2": 302.8,
  "fin_util_pct": 14.32,
  "syn-instance-count": 36,
  "die-area_um2": 6400,
  "hold_viol": 0,
  "cpMostUsedCell": "clkdlybuf4s50_1",
  "post_cts_resize_count": 0,
  "pin_count": 14,
  "ff_count": 0,
  "vias_per_cell": 2.853,
  "yosysWarnings": 1,
  "path_class": "primary input to output port",
  "ys_cells": 36,
  "drc": 0,
  "synthDistinctLibCells": 16,
  "crit_path_top_delay_cell": "clkdlybuf4s50_1",
  "drtPass1Iterations": 2,
  "cp.required_ns": 3.12,
  "drt_iter0_drc": 9,
  "dieHeight_um": 80,
  "vias": 271,
  "initCoreUtil_pct": 8.864,
  "start_kind": "primary input",
  "io_buffers": 14,
  "tns_ns": 0
}
## layer usage
layer	GRT usage, %	up-vias
met5	0	-
met4	0	0
met3	0.3409	0
met2	4.254	4
met1	2.527	122
li1	-	145
## metrics by stage
stage	hold WS, ns	worst slack [ns]
global placement	2.588	0.2006
floorplan	1.681	1.386
finish	2.582	0.1943
detailed placement	2.602	0.1776
CTS	2.602	0.1606
global route	2.646	0.02486
## tightest hold or removal path, stage by stage
cell	delay (ns)
clkdlybuf4s50_1	0.42
inv_1	0.06
ha_1	0.11
inv_1	0.03
clkdlybuf4s50_1	0.40
## cells in the final DEF (no fill, tap or decap), drive strengths merged
cell	count
a21oi	2
fa	2
a22oi	1
mux2i	2
o211ai	1
nand2	2
nor2	2
a221oi	1
xnor2	1
nor3	1
xor2	1
clkdlybuf4s50	14
o21ai	3
inv	8
ha	8
## worst min path at each step
stage	from	to	slack, ns
CTS	ib[0]	sum[0]	2.60
global route	ib[0]	sum[0]	2.65
finish	ib[0]	sum[0]	2.58
## cells by family after synthesis
logic type      after synthesis  share of synthesized area (%)
fa+ha+maj                    10                          46.28
buf+inv                       9                          13.64
compound gates                8                          19.42
simple gates                  5                          8.266
xor+xnor                      2                          5.786
mux                           2                          6.612
## final cells by class
type	instances	area (um^2)	area share [%]
tap	46	57.56	11.76
inverter	8	30.03	6.138
multi-input combinational	27	261.5	53.45
timing repair buffer	14	140.1	28.64
## power by group
group | internal (mW) | leakage, nW | switching, mW
Combinational | 0.0360 | 0.212 | 0.0211
Clock | 0 | 0 | 0
Sequential | 0 | 0 | 0
## synth_stat cells
cell type / count / area, um^2
nor3_2: 1 / 10.01
xnor2_1: 1 / 8.760
o21ai_1: 1 / 5.000
a221oi_1: 1 / 8.760
inv_1: 8 / 30.03
nand2_1: 2 / 7.510
o21ai_0: 2 / 10.01
buf_6: 1 / 11.26
mux2i_1: 2 / 20.02
fa_1: 2 / 40.04
xor2_1: 1 / 8.760
a22oi_2: 1 / 12.51
ha_1: 8 / 100.1
nor2_1: 2 / 7.510
o211ai_2: 1 / 12.51
a21oi_1: 2 / 10.01
Power and IR drop assume default switching activity.
